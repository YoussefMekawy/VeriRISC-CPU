**design/flow/design.v**
```verilog
`default_nettype none
module memory #(parameter AWIDTH=5, 
                parameter DWIDTH=8)
(
    input wire [AWIDTH-1:0] addr ,
    input wire wr , rd , clk ,
    inout wire [DWIDTH-1 : 0] data 
);
reg [DWIDTH-1 : 0] array [(2**AWIDTH)-1 : 0] ;
always @(posedge clk) begin
    if (wr) 
        array[addr] = data;
end
assign data = rd?  array[addr] : 'bz;
endmodule
```
**design/flow/run.sh**
```bash
#!/bin/bash
# OpenROAD 26Q1-2900-gdf79404cd8, Yosys 0.63+post, stock flow scripts
make -C /OpenROAD-flow-scripts/flow DESIGN_CONFIG=/design/flow/config.mk WORK_HOME=/design/flow/orfs finish
```
**design/flow/config.mk**
```make
export PLATFORM = sky130hd
export DESIGN_NAME = memory
export DESIGN_NICKNAME = memory
export VERILOG_FILES = /design/flow/design.v
export SDC_FILE = /design/flow/constraint.sdc
export NUM_CORES = 4
export LEC_CHECK = 1
export CORE_UTILIZATION = 40
```
**design/flow/constraint.sdc**
```tcl
current_design memory

set clk_period 2.8
set clk_io_pct 0.2

create_clock -name clk0 -period $clk_period [get_ports {clk}]

set non_clock_inputs [all_inputs -no_clocks]
set_input_delay [expr $clk_period * $clk_io_pct] -clock clk0 $non_clock_inputs
set_output_delay [expr $clk_period * $clk_io_pct] -clock clk0 [all_outputs]
```
==> impl_metrics.yaml <==
# physical design summary
run_status:
  outcome: "did not finish"
  lastStage: "4_1_cts"
  error_line: "[error] [KeplerFormal.cpp:679] Workflow failed: Iso has multiple drivers: .data0, _541_.Y0"
placed_design:
  dp_cells: 969
  gp_congestion: 0.841
  io_buffer_count: 6
  placed_cell_area_um2: 11300
  place_hpwl_um: 13700
synth:
  synth_cells: 568
  yosysChipArea_um2: 10000
  ys.flops: 256
  synthTopCellsByArea: "edfxtp_1 77%, mux2i_1 13%, o22ai_1 3.9%, buf_2 1.1%, nor2_1 1.1%"
  syn_area_um2: 10000
  synth_warnings: 2
  yosysSeqAreaShare_pct: 76.5
  yosysTopAreaCell: "edfxtp_1"
  ys_cells: 568
  ys_types: 23
  syn_area_per_cell_um2: 17.7
  top_area_share_pct: 76.5
clock_network:
  cts_resized: 61
  postCtsHoldBufs: 0
  h-tree-depth: 1
  cts_sinks: 256
  cts_buffers: 26
  ctsLongestPathBuffers: 3
  cts_setup_buffers: 10
  cts-root-buf: "clkbuf_16"
floorplanning:
  rows: 57
  io_pins: 16
  die_h_um: 160
  fp_util_pct: 41.1
  die_w_um: 160
==> Yosys cell counts, drive strengths merged <==
cell type	instances
or4	1
nand4b	4
edfxtp	256
clkbuf	9
or4b	4
mux2i	128
nand4	1
o22ai	64
nand3b	4
nor2	29
or3	1
nor4	16
nor3	4
nand4bb	5
or4bb	1
or3b	3
nand3	2
nand2	10
buf	26
==> metrics by stage <==
stage	worst slack (ps)	hold WS (ps)
after floorplan	183	811
after global placement	-459	710
after detailed placement	-468	712
==> cell families after synthesis <==
| family | after synthesis | synth area share [%] |
|---|---|---|
| AOI/OAI and AO/OA | 64 | 4.05 |
| buffers and inverters | 35 | 1.74 |
| DFF | 256 | 76.5 |
| muxes | 128 | 12.8 |
| and+or+nand+nor | 85 | 4.93 |
