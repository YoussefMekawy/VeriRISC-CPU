<file path="flow/design.v">
module alu #(parameter WIDTH = 8)
(
    input wire [WIDTH-1 : 0] in_a , in_b ,
    input wire [2:0] opcode ,
    output reg [WIDTH-1 : 0] alu_out ,
    output reg a_is_zero 
);
always @(*) begin
if (in_a == 0)
    a_is_zero = 1 ;
    else
    a_is_zero = 0;
    case (opcode) 
    3'b010: alu_out = in_a + in_b;
    3'b011: alu_out = in_a & in_b;
    3'b100: alu_out = in_a ^ in_b;
    3'b101: alu_out = in_b;
    default : alu_out = in_a;
    endcase
end
endmodule
</file>
<file path="flow/run.sh">
#!/bin/bash
# OpenROAD 26Q1-2900-gdf79404cd8, Yosys 0.63+post, stock flow scripts
make -C /OpenROAD-flow-scripts/flow DESIGN_CONFIG=/design/flow/config.mk WORK_HOME=/design/flow/orfs finish
</file>
<file path="flow/config.mk">
export PLATFORM = sky130hd
export DESIGN_NAME = alu
export DESIGN_NICKNAME = alu
export VERILOG_FILES = /design/flow/design.v
export SDC_FILE = /design/flow/constraint.sdc
export NUM_CORES = 4
export LEC_CHECK = 1
export CORE_AREA = 10 10 80 80
export DIE_AREA = 0 0 90 90
</file>
<file path="flow/constraint.sdc">
current_design alu

set clk_period 5.2
set clk_io_pct 0.2

create_clock -name clk0 -period $clk_period

set non_clock_inputs [all_inputs -no_clocks]
set_input_delay [expr $clk_period * $clk_io_pct] -clock clk0 $non_clock_inputs
set_output_delay [expr $clk_period * $clk_io_pct] -clock clk0 [all_outputs]
</file>
==> impl_metrics.yaml <==
# implementation run metrics
drt:
  insertedDiodeCount: 0
  drt_iter0_markers: 78
  wirelength_mm: 2.305
  vias: 840
  drc: 0
  viasPerCell: 4.200
  wl_per_cell_um: 11.53
  ant_nets: 0
  first_pass_iters: 4
power_and_ir_drop:
  ir_drop_mv: 0.01893
  p_leak_nw: 0.3929
  total_power_uw: 97.51
  p_per_area_mw_per_mm2: 92.89
yosys:
  ys_chip_area_um2: 701.9
  synth_seq_share_pct: 0
  syn_area_per_cell_um2: 6.381
  netlist_instances: 110
  netlist_area_um2: 701.9
  synth-warning-count: 1
  ys_cells: 110
  ys_types: 27
sta:
  finalCritPeriodShare_pct: 86.95
  rsz0062_at_grt: "no"
  fin_crit_ns: 4.522
  setup_tns_ns: 0
  worst_pin_slew_ns: 0.6327
  setup_viol: 0
  slew_headroom_pct: 57.69
  max_freq_mhz: 221.2
  drv_slew: 0
  hold_viol: 0
final_layout:
  clkbuf_count: 0
  regArea_um2: 0
  areaGrowthSynthToFinish_pct: 49.55
  final_cell_mix: "clkdlybuf4s50_1, o21ai_0, nand2_1, nor2_1, a21oi_1"
  flops: 0
  instances_no_fill: 200
  layout_top_cell: "clkdlybuf4s50_1"
  drive_gt1_share_pct: 4.511
grt:
  grtUsageTotal_pct: 5.381
  antenna_found_initial: 0
  grt_pass1_wl_mm: 3.836
  grt_remaining_overflow: 0
  first_global_vias: 773
  grt_max_degree: 34
worst_setup_path:
  cp_slowest_cell: "clkdlybuf4s50_1"
  end_kind: "output pin"
  critPathKind: "in -> out"
  cp_cell_sequence: "clkdlybuf4s50_1, ha_1, fa_1, a211oi_1, o21bai_1, a21oi_1, xor2_1, o21ai_0, clkdlybuf4s50_1"
  crit_buf_inv: 2
  start_kind: "input port"
  cp.required_ns: 4.16
  arrival_ns: 3.48
  slowest_delay_ns: 0.50
  path_max_fanout: 4
  cpLargestDelayFamily: "buffers and inverters"
  cp_common_cell: "clkdlybuf4s50_1"
die:
  die_x_um: 90
  pin_count: 28
  fp-row-count: 25
  initCoreUtil_pct: 14.86
  dieHeight_um: 90
  placeableCoreArea_mm2: 0.004723
  chipArea_mm2: 0.008100
clocking:
  post_cts_buffers: 0
  cts_resized: 0
  postCtsHoldBufs: 0
run_status:
  status: "complete, no violations"
run:
  warnings: 32
  cap_viol_max_count: 0
place:
  dp_cells: 200
  gp_congestion: 0.8376
  io_buffers: 28
min_path:
  hp-class: "in -> out"
## area by class of cell
cell class                 instances  area (um2)
multi-input combinational        103       670.6
fill                             534        3674
timing repair buffer              30       295.3
tap                               67       83.83
## final timing paths
path / start / end / slack [ns] / depth (start not counted)
setup / recovery: in_a[0] / alu_out[6] / 0.68 / 9
hold / removal: in_a[0] / a_is_zero / 3.18 / 4
## kinds of logic after synthesis
| logic type | after synthesis | share of synthesized area (%) |
|---|---|---|
| adder cells (fa/ha/maj) | 9 | 17.11 |
| XOR/XNOR | 5 | 6.240 |
| AND-OR/OR-AND | 41 | 35.11 |
| buffers and inverters | 7 | 4.456 |
| AND/OR/NAND/NOR | 40 | 25.67 |
| multiplexers | 8 | 11.41 |
## per-stage QoR
step           util (%)  hold WS [ns]  worst slack, ns  cell area (um2)
2_1_floorplan         -         2.174            1.837            701.9
3_3_place_gp      22.23         3.183           0.6526             1050
3_5_place_dp      22.23         3.180           0.6327             1050
4_1_cts           22.23         3.182           0.6172             1050
5_1_grt           22.23         3.237           0.4722             1050
6_report          22.23         3.176           0.6785             1050
## power breakdown
part / internal [mW] / switching, mW / leakage, nW / total (mW)
clock: 0 / 0 / 0 / 0
sequential: 0 / 0 / 0 / 0
combinational: 0.0537 / 0.0438 / 0.393 / 0.0975
## cells in the mapped netlist (all sizes together)
cell type	number	area, um2
a211oi	3	27.52
a21o	1	8.760
a21oi	12	60.06
a31oi	2	12.51
buf	4	20.02
clkbuf	3	11.26
fa	1	20.02
ha	8	100.1
mux2i	8	80.08
nand2	16	60.06
nand2b	2	12.51
nand3	2	10.01
nor2	12	45.04
nor2b	3	18.77
nor3	2	10.01
o21ai	17	85.08
o21bai	2	15.01
o221ai	1	8.760
o22ai	1	6.260
o311a	1	10.01
o31ai	1	12.51
or3b	1	8.760
or4	2	15.01
xnor2	2	17.52
xor2	3	26.28
## metal layers
metal | wire [um] | GRT usage [%]
met1 | 1115 | 7.478
met2 | 1121 | 9.201
met3 | 68 | 0.6706
met4 | 0 | 0
met5 | 0 | 0
## tightest hold or removal path: stages
cell and delay, ns:
clkdlybuf4s50_1 0.52, or4_1 0.13, nor2_1 0.04, clkdlybuf4s50_1 0.40
No activity file was given, so power comes from the tool's default toggle rates.
